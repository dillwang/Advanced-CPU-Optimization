--- design/flow/config.mk ---
export PLATFORM = sky130hd
export DESIGN_NAME = cache_bank_core
export DESIGN_NICKNAME = cache_bank_core
export VERILOG_FILES = /design/flow/design.v
export SDC_FILE = /design/flow/constraint.sdc
export NUM_CORES = 4
export LEC_CHECK = 1
export CORE_UTILIZATION = 50
--- design/flow/constraint.sdc ---
current_design cache_bank_core

set clk_period 5.9
set clk_io_pct 0.2

create_clock -name clk0 -period $clk_period [get_ports {clk}]

set non_clock_inputs [all_inputs -no_clocks]
set_input_delay [expr $clk_period * $clk_io_pct] -clock clk0 $non_clock_inputs
set_output_delay [expr $clk_period * $clk_io_pct] -clock clk0 [all_outputs]
--- design/flow/design.v ---
import mips_core_pkg::*;
interface axi_write_address ();
	logic AWVALID, AWREADY;
	logic [3:0] AWID;
	logic [3:0] AWLEN;
	logic [26 - 1 : 0] AWADDR;
	modport master (input AWREADY, output AWVALID, AWID, AWLEN, AWADDR);
	modport slave (output AWREADY, input AWVALID, AWID, AWLEN, AWADDR);
endinterface
interface axi_write_data ();
	logic WVALID, WREADY, WLAST;
	logic [3:0] WID;
	logic [32 - 1 : 0] WDATA;
	modport master (input WREADY, output WVALID, WLAST, WID, WDATA);
	modport slave (output WREADY, input WVALID, WLAST, WID, WDATA);
endinterface
interface axi_write_response ();
	logic BVALID, BREADY;
	logic [3:0] BID;
	modport master (input BVALID, BID, output BREADY);
	modport slave (output BVALID, BID, input BREADY);
endinterface
interface axi_read_address ();
	logic ARVALID, ARREADY;
	logic [3:0] ARID;
	logic [3:0] ARLEN;
	logic [26 - 1 : 0] ARADDR;
	modport master (input ARREADY, output ARVALID, ARID, ARLEN, ARADDR);
	modport slave (output ARREADY, input ARVALID, ARID, ARLEN, ARADDR);
endinterface
interface axi_read_data ();
	logic RVALID, RREADY, RLAST;
	logic [3:0] RID;
	logic [32 - 1 : 0] RDATA;
	modport master (output RREADY, input RVALID, RLAST, RID, RDATA);
	modport slave (input RREADY, output RVALID, RLAST, RID, RDATA);
endinterface
module cache_bank #(parameter DATA_WIDTH = 32, parameter ADDR_WIDTH = 4)(
	input clk,	 
	input i_we,	 
	input logic [DATA_WIDTH - 1 : 0] i_wdata,			 
	input logic [ADDR_WIDTH - 1 : 0] i_waddr, i_raddr,	 
	output logic [DATA_WIDTH - 1 : 0] o_rdata			 
);
	logic [DATA_WIDTH - 1 : 0] new_data;
	logic [DATA_WIDTH - 1 : 0] old_data;
	logic new_data_flag;
	generate
		if (ADDR_WIDTH < 4) begin
			cache_bank_core #(DATA_WIDTH, ADDR_WIDTH)
				BANK_CORE (
					.clk, .i_we, .i_waddr, .i_raddr, .i_wdata,
					.o_rdata(old_data)
			);
		end else begin
			sram #(.DATA_WIDTH(DATA_WIDTH), .ADDR_WIDTH(ADDR_WIDTH)) BANK_CORE (
				.clk0(clk), .csb0(~i_we), .addr0(i_waddr), .din0(i_wdata),
				.clk1(clk), .csb1('0), .addr1(i_raddr), .dout1(old_data)
			);
		end
	endgenerate
	assign o_rdata = new_data_flag ? new_data : old_data;
	always_ff @(posedge clk)
	begin
		new_data <= i_wdata;
		new_data_flag <= i_we & (i_raddr == i_waddr);
	end
endmodule
module cache_bank_core #(parameter DATA_WIDTH = 32, parameter ADDR_WIDTH = 4)(
	input clk,	 
	input i_we,	 
	input logic [DATA_WIDTH - 1 : 0] i_wdata,			 
	input logic [ADDR_WIDTH - 1 : 0] i_waddr, i_raddr,	 
	output logic [DATA_WIDTH - 1 : 0] o_rdata			 
);
	localparam DEPTH = 1 << ADDR_WIDTH;
	logic [DATA_WIDTH - 1 : 0] data [DEPTH];
	always_ff @(posedge clk)
	begin
		o_rdata <= data[i_raddr];
		if (i_we)
			data[i_waddr] <= i_wdata;
	end
endmodule
--- design/flow/run.sh ---
#!/bin/bash
# OpenROAD 26Q1-2900-gdf79404cd8, Yosys 0.63+post, stock flow scripts
make -C /OpenROAD-flow-scripts/flow DESIGN_CONFIG=/design/flow/config.mk WORK_HOME=/design/flow/orfs finish
==> reports/qor.csv <==
metric,value,unit
I/O Pins,74,
post-layout period usage,0.518,
combinational power share,0.050,
die area,40500,um^2
CTS tree,yes,
"Critical Path, Cell by Cell",clkdlybuf4s50_1 -> or3b_2 -> nor2_4 -> buf_4,
FP Core Util,0.510,
"Seq share, synth",0.807,
Worst R2R Path Depth,3,
GRT Total Usage,0.237,
number of library cell types mapped by synthesis,18,
setup_tns,0,ns
ys flops,544,
critical path's top delay family,simple AND/OR/NAND/NOR gates,
global route overflow,0,
clock latency (worst-skew pair),0.58,ns
"Data required, critical path",6.13,ns
Final Wtd Congestion,0.762,
vias in the first global route,10200,
final WL,40700,um
Worst Setup End Kind,register,
cts bufs inserted,53,
Critical Path Fanout Max,19,
Final Slew Violations,0,
Sw Ratio,0.198,
Hold Path Stages,3,
Yosys chip area,19900,um^2
largest net degree at the start of global routing,82,
number of fill cells,2740,
yosys cell count,838,
Net Sw Power,1.56,mW
Clock Power Share,0.399,
final setup fails,0,
RSZ-0062 raised after global routing,no,
outcome,"finished, final reports clean",
H-tree Lvls,2,
Post-CTS Resized,0,
crit path buf inv count,2,
First-pass DRT Iterations,6,
antenna cell count,0,
DIE HEIGHT,201,um
initial antenna violation count,2,
Worst VDD drop,0.271,mV
Area Growth Syn to Fin,15.7,%
sequential fraction of design power,0.551,
clock-pin slew on the worst setup and hold paths,0.06,ns
arrival time worst endpoint,3.29,ns
Crit Reg-Reg Endpoint,o_rdata[29],
slew margin rel.,0.505,
Iter 0 DRT Violations,372,
Avg Inst Size Synth,23.7,um^2
slowest cell delay on critical path,0.59,ns
maximum clock path buffer count,3,
Final ANT Viol Nets,0,
CTS Root Cell,clkbuf_16,
core area,38900,um^2
CP startpoint kind,input pin,
Post-Synthesis Cells,838,
Clock Skews,0.0125,ns
Die W,201,um
clock period minus worst slack,3.06,ns
r2r setup slk,4.54,ns
Post-CTS Repair Setup Buffers,0,
"area leader, netlist",edfxtp_1,
Post-Syn Area,19900,um^2
fmax,327,MHz
Power Density,344,nW/um^2
max_cap viols,0,
internal power,6.33,mW
PortBufs,73,
"Slowest-stage cell, CP",or3b_2,
Hold Path Class,reg2reg,
top cells by area,"edfxtp_1, mux4_2, dfxtp_1, a22oi_1, nand2_1",
drt wl/cell,27.0,um
asr flop ratio synth,0,
count of library flops with an enable pin,512,
Main synth FF type,edfxtp_1,
Rows,72,
Via Count,8935,
Static Leak,7.25,nW
layout cell share with drive strength beyond 1,0.253,
Crit Path Class,in2reg,
worst slew pin tran,0.743,ns
yosys warns,2,
worst hold slack,0.665,ns
first-pass GRT wire length,61000,um
hold path endpoint,o_rdata[17],
Max-area cell share,0.774,
Tool Warnings,25,
CTS Hold Bufs,0,
DPL Wire Length,20100,um
Vias/cell,5.93,
RR Startpoint,data[11][29],
worst hold start,data[4][17],
DRC viols,0,
Fin. Hold Viols,0,
# clock sinks,544,
state kept, by name (all words and copies together) (netlist names):
register	count
data	512
o_rdata	32
worst max path at each step:
| stage | from | end | slack, ns | cells after the start |
|---|---|---|---|---|
| final | i_we | data[2][17] | 2.84 | 4 |
| after global routing | i_we | data[2][21] | 2.79 | 4 |
| after CTS | i_we | data[2][17] | 2.86 | 4 |
layout by cell type (no fill, tap or decap), drive strengths merged:
| master | count |
|---|---|
| nor3 | 4 |
| a22oi | 64 |
| nand2 | 33 |
| dfxtp | 32 |
| nor2b | 2 |
| nand2b | 2 |
| or3b | 1 |
| clkinvlp | 1 |
| clkinv | 23 |
| edfxtp | 512 |
| nand3b | 2 |
| mux4 | 128 |
| and2 | 1 |
| nand3 | 1 |
| bufinv | 3 |
| clkbuf | 70 |
| buf | 26 |
| nor2 | 13 |
| clkdlybuf4s50 | 71 |
layer usage:
layer	share of wire	GRT usage
met4	0.026	0.0463
met2	0.49	0.346
met3	0.16	0.176
met1	0.32	0.311
met5	0.0015	0.00595
power by group through the flow:
stage	clock network, mW	logic (mW)	registers (mW)
after global routing	3.38	0.431	4.35
final	3.15	0.395	4.35
after CTS	3.23	0.403	4.35
tightest hold or removal path, stage by stage, from the launching register on:
cell	delay, ns
edfxtp_1	0.31
mux4_2	0.22
a22oi_1	0.05
nand2_1	0.06
through the flow:
stage / instances / utilization / total power [mW] / setup slack (ns) / area, um^2
floorplan: 838 / - / 4.62 / 1.54 / 19900
global placement: 1411 / 0.548 / 4.82 / 2.29 / 21300
detailed placement: 1411 / 0.548 / 4.83 / 2.25 / 21300
CTS: 1507 / 0.590 / 7.98 / 2.86 / 23000
global route: 1507 / 0.590 / 8.16 / 2.79 / 23000
finish: 1507 / 0.590 / 7.90 / 2.84 / 23000
cells in the mapped netlist (2+ instances only):
library cell,number
a22oi_1,64
nand2_1,33
buf_2,4
buf_4,11
clkbuf_1,17
dfxtp_1,32
buf_6,2
nor3_1,4
buf_1,9
nand3b_1,2
mux4_2,128
nand2b_1,2
nor2b_1,2
edfxtp_1,512
nor2_1,13
logic make-up after synthesis:
group | synth area share
simple gates | 0.0127
mux | 0.145
buf+inv | 0.0112
flops | 0.807
compound gates | 0.0242
area by class of cell:
| cell class | count | area (um^2) | share of cell area |
|---|---|---|---|
| timing repair buffer | 98 | 932 | 0.0406 |
| clock buffer | 69 | 1430 | 0.0621 |
| sequential | 544 | 16000 | 0.697 |
| tap | 518 | 648 | 0.0282 |
| clock inverter | 27 | 201 | 0.00877 |
| multi-input combinational | 251 | 3750 | 0.163 |
Power is estimated from default activity; no workload was simulated.
